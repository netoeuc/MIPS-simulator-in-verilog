**design/flow/run.sh**
```bash
#!/bin/bash
# OpenROAD 26Q1-2900-gdf79404cd8, Yosys 0.63+post, stock flow scripts
make -C /OpenROAD-flow-scripts/flow DESIGN_CONFIG=/design/flow/config.mk WORK_HOME=/design/flow/orfs finish
```
**design/flow/config.mk**
```make
export PLATFORM = sky130hd
export DESIGN_NAME = Adder
export DESIGN_NICKNAME = Adder
export VERILOG_FILES = /design/flow/design.v
export SDC_FILE = /design/flow/constraint.sdc
export NUM_CORES = 4
export LEC_CHECK = 1
export CORE_AREA = 10 10 107 107
export DIE_AREA = 0 0 117 117
```
**design/flow/constraint.sdc**
```tcl
current_design Adder

set clk_period 18.1
set clk_io_pct 0.2

create_clock -name clk0 -period $clk_period

set non_clock_inputs [all_inputs -no_clocks]
set_input_delay [expr $clk_period * $clk_io_pct] -clock clk0 $non_clock_inputs
set_output_delay [expr $clk_period * $clk_io_pct] -clock clk0 [all_outputs]
```
**design/flow/design.v**
```verilog
module Adder(input1, input2, output1);
input [31:0] input1, input2;
output [31:0] output1;
wire [31:0] input1, input2;
wire [31:0] output1;
assign output1 [31:0] = input1+input2;
endmodule
```
==> deck_impl_summary.md <==
Synthesis and Place & Route Summary

Synth
  – Cell taking the most area after synthesis: ha_1
  – Dominant combinational family: AND-OR/OR-AND gates
  – Tally of yosys warning messages: 0
  – Synth Seq Share: 0%
  – Syn Area/Cell: ~7.2 um^2
  – Top post-synthesis cells by count: ha_1, a21oi_1, a21o_1
  – Top cells by area: ha_1, a21oi_1, a21o_1
  – Aoi share: between 30% and 40%
  – Netlist Area Pre-Place: 1740 um^2
  – Top-area cell share: about 22%
  – Post-synth mux share: ~1.1%
  – Synthesis area per yosys: approximately 1700 um^2
  – # Cells Yosys: between 200 and 250
  – XOR-XNOR Cells, Area Fraction: 14.1%
  – Cell with the most instances after synthesis: ha_1
  – Instance count of the mapped netlist: approximately 240
  – Netlist cell types: 50
  – Synth Area in Simple Gates: between 10% and 20%
  – Adder Area Share: approximately a quarter

Hold path
  – Hold Path End: output1[0]
  – Min-Delay Path Class: input pin to output pin
  – Hold_sp: input2[0]
  – Cell depth of the worst hold path: 3

Finish
  – Design area: 2800 um^2
  – Logic area: ~1700 um^2
  – Flop count: 0
  – Reg area: 0 um^2
  – Clkbuf count: 0
  – Final Non-Filler Cells: 437
  – Layout fillers: between 900 and 1000
  – Area Overhead vs Synth: 60.5%
  – Final core utilization: slightly above 30%
  – Layout cell share with drive strength beyond 1: 3.07%

Final timing
  – Crit share post-route: between 50 and 60%
  – Min setup slack post-route: around 8 ns
  – Fin Setup TNS: 0 ns
  – Max Slew Vio Count: 0
  – Hold WS: a little over 8 ns
  – Tmin final: between 10 and 15 ns
  – Final hold violations: 0
  – Maximum clock frequency: about 0.098 GHz
  – Slew @ Worst Pin: approximately 0.56 ns
  – Slew margin rel.: about three fifths
  – Final tally of setup violations: 0
  – RSZ-0062 raised after global routing: no

Global route
  – Total GRT Usage: just under 9%
  – Initial antenna violation count: 0
  – GRT overflow: 0
  – First-pass GRT wire length: just over 10000 um
  – Vias in the first global route: around 2100
  – Largest net degree at the start of global routing: 11

Setup path
  – CP arrival: between 6 and 7 ns
  – Crit Path Category: input pin to output pin
  – Crit path DRT: ~14 ns
  – Top cell by count, worst path: clkdlybuf4s50_1
  – Buf/Inv on CP: 2
  – CP delay by family, top: AND-OR/OR-AND gates
  – CP startpoint kind: input pin
  – CP Capture Type: output pin
  – CP max stage cell: clkdlybuf4s50_1
  – CP Max Fanout: 4
  – Max incr delay on CP: 0.50 ns
  – Cell Chain, Critical Path: clkdlybuf4s50_1 -> ha_1 -> fa_1 -> a21o_1 -> a31o_2 -> nand3_1 -> o221ai_1 -> a311oi_1 -> o21bai_1 -> xor2_1 -> clkdlybuf4s50_1

Routing
  – TritonRoute pass-1 iters: 6
  – Initial DRC Count: 83
  – Average wire per standard cell: ~15 um
  – Routed wire length: between 6000 and 7000 um
  – ANT cells: 0
  – DRC violations left: 0
  – Routed Antenna Nets: 0
  – Drt via density: between 4 and 5
  – Total number of vias: approximately 2100

Placed design
  – DP Area: roughly 2800 um^2
  – Port bufs: 96
  – GPL Wtd Cong: between 0.8 and 0.9
  – Placed cell count: around 440
  – DP HPWL: about 5600 um
  – Pre-CTS WS: approximately 7.9 ns

Pwr
  – Overall power: 0.109 mW
  – LEAKAGE: between 1 and 1.5 nW
  – Pwr Density: just under 40 nW/um^2
  – Worst VDD drop: roughly 0.015 mV

Clocking
  – Post-CTS setup buffer count: 0
  – Hold buffer count at cts: 0
  – CTS resizes: 0

Outcome
  – Status: finished, final reports clean

Flow run
  – Max-cap violations: 0
  – Tool warnings: 32

Die
  – I/O pins: between 90 and 100
  – Die ar.: about 14000 um^2
  – # rows: 35
  – Die Y: 117 um
  – FP Core Util: 19.0%
  – Die Wd: around 120 um
  – CORE AREA: slightly above 9000 um^2
-- cell type report --
class | count | area share (%)
tap | 111 | 4.96
inverter | 6 | 0.804
timing repair buffer | 96 | 34.3
multi-input combinational | 224 | 59.9
-- kinds of logic (layout without fill, tap and decap cells) --
family | after synthesis | count (layout)
muxes | 2 | 2
xor gates and xnor gates | 28 | 28
AOI/OAI and AO/OA | 97 | 97
adders and majority gates | 32 | 32
buffers and inverters | 17 | 102
and+or+nand+nor | 65 | 65
-- worst max path at each step --
stage,depth (start not counted),slack [ns],end,start
CTS,11,7.87,output1[26],input1[0]
global route,11,7.70,output1[18],input2[0]
finish,11,7.87,output1[26],input1[0]
-- placed cells by master (no fill, tap or decap), types with 2 or more instances in the layout --
| master | synthesis | routed |
|---|---|---|
| mux2i_1 | 2 | 2 |
| a21o_1 | 19 | 19 |
| o21bai_1 | 4 | 4 |
| o311ai_1 | 2 | 2 |
| ha_1 | 31 | 31 |
| nand2b_1 | 2 | 2 |
| nand2_1 | 18 | 18 |
| o221ai_1 | 2 | 2 |
| or2_2 | 3 | 3 |
| o21a_1 | 2 | 2 |
| a311oi_1 | 2 | 2 |
| a21oi_1 | 29 | 29 |
| nor3_1 | 4 | 4 |
| o21ai_0 | 13 | 13 |
| o211ai_1 | 3 | 3 |
| a31oi_1 | 3 | 3 |
| nand4_1 | 8 | 8 |
| inv_1 | 6 | 6 |
| xnor2_1 | 13 | 13 |
| clkdlybuf4s50_1 | 0 | 96 |
| xor2_1 | 15 | 15 |
| nand3_1 | 10 | 10 |
| nor2_1 | 12 | 12 |
| a211oi_1 | 3 | 3 |
-- where the power goes --
group / internal (mW) / switching, mW
logic: 0.0645 / 0.0442
registers: 0 / 0
clock network: 0 / 0
total: 0.0645 / 0.0442
-- per-layer routing --
layer | track usage [%] | wire length, um
met5 | 0 | 0
met2 | 15.1 | 2880
met1 | 11.4 | 2840
met3 | 3.04 | 661
met4 | 0.247 | 14
Power figures rest on the tool's default switching activity, not on a simulated workload.
