### flow/constraint.sdc
current_design PC

set clk_period 1.0
set clk_io_pct 0.2

create_clock -name clk0 -period $clk_period [get_ports {clk}]

set non_clock_inputs [all_inputs -no_clocks]
set_input_delay [expr $clk_period * $clk_io_pct] -clock clk0 $non_clock_inputs
set_output_delay [expr $clk_period * $clk_io_pct] -clock clk0 [all_outputs]
### flow/run.sh
#!/bin/bash
# OpenROAD 26Q1-2900-gdf79404cd8, Yosys 0.63+post, stock flow scripts
make -C /OpenROAD-flow-scripts/flow DESIGN_CONFIG=/design/flow/config.mk WORK_HOME=/design/flow/orfs finish
### flow/config.mk
export PLATFORM = sky130hd
export DESIGN_NAME = PC
export DESIGN_NICKNAME = PC
export VERILOG_FILES = /design/flow/design.v
export SDC_FILE = /design/flow/constraint.sdc
export NUM_CORES = 4
export LEC_CHECK = 1
export CORE_AREA = 10 10 91 91
export DIE_AREA = 0 0 101 101
### flow/design.v
module PC(clk, address, outputPC);
input [31:0] address;
input [0:0] clk;
output [31:0] outputPC;
reg [31:0] outputPC;
always @(posedge clk)
	begin
		outputPC = address;
	end
endmodule
==> GITHUB_STEP_SUMMARY <==
## Synthesis and layout report

| Metric | Value |
|---|---|
| Proportion of netlist area held by the largest area contributor | `100%` |
| Row count | `29` |
| CTS buffer count | `5` |
| Slew margin rel. | `95.9%` |
| Routability Congestion | `0.704` |
| Netlist area before placement | `641 um2` |
| Number of global-route vias before repair | `534` |
| EDFF count, synth | `0` |
| Die Footprint | `0.0102 mm2` |
| Filler cell count in the final layout | `663` |
| Type of element launching the critical path | `flip-flop` |
| Final Cell Area | `0.00140 mm2` |
| Pwr Density | `1860 mW/mm2` |
| Sequential-to-total area share from yosys stat | `100%` |
| Global-route wire length before repair | `3.28 mm` |
| Met3 wirelength from detailed routing | `390 um` |
| Count of vias placed by the detailed router | `486` |
| Most common library cells after synthesis | `sky130_fd_sc_hd__dfxtp_1 (32)` |
| # Cells Yosys | `32` |
| Count of maximum capacitance violations | `0` |
| Unrepaired setup endpoints after global routing | `false` |
| Fin Hold WS | `0.388 ns` |
| Upper clock frequency limit | `1090 MHz` |
| Cells after Synth | `32` |
| Post-route worst setup slack | `0.0805 ns` |
| Period Utilization, post-route | `92.0%` |
| Initial drt markers | `0` |
| Series of cell instances along the critical path | `clkdlybuf4s15_1` |
| Cell types occupying the most area after synthesis | `sky130_fd_sc_hd__dfxtp_1 (100%)` |
| Kind of capture point of the worst setup path | `output port` |
| Fraction of registers with async set or reset after synthesis | `0%` |
| Count of endpoints failing setup in the final report | `0` |
| Yosys stat chip area | `641 um2` |
| Floorplan utilization | `10.1%` |
| Category of cells accounting for the largest share of critical-path delay | `flip-flops` |
| Length of the first detailed-routing pass in iterations | `1` |
| Area occupied by multi-input gates | `0 um2` |
| Synthesized area divided by synthesized cell count | `20.0 um2` |
| CTS tree | `done` |
| Slew @ Worst Pin | `0.0616 ns` |
| Count of unresolved DRC violations after routing | `0` |
| Synth warn | `1` |
| Total length of routed met2 wires | `1.08 mm` |
| Maximum count of clock buffers along a single path | `2` |
| Placeable core region | `0.00635 mm2` |
| Via density per instance | `2.69` |
| Min cycle time layout | `0.920 ns` |
| Layout-stage area growth over the synthesis result | `119%` |
| Post-route core utilization | `22.1%` |
| Number of port buffers | `64` |
| Maximum fanout along the worst path | `1` |
| Worst-path cell with the longest stage delay | `sky130_fd_sc_hd__dfxtp_2` |
| Gr usage total | `4.28%` |
| Largest register FFs | `32` |
| Flops & latches, synth | `32` |
| Critical path data required time | `0.80 ns` |
| Register area | `653 um2` |
| Aggregate negative setup slack | `0 ns` |
| IR Drop Worst-Case VDD | `0.000707 V` |
| Vertical die dimension | `101 um` |
| Remaining antenna violation count | `0` |
| Highest routed layer | `met4` |
| Number of failing hold endpoints at the final stage | `0` |
| Clock transition at the registers of the reported paths | `0.05 ns` |
| Sinks on Clock Net | `32` |
| Main flop type after synthesis | `sky130_fd_sc_hd__dfxtp_1` |
| Final number of max-transition violations | `0` |
| Top-level I/O count | `65` |
| CP Buf/Inv Count | `1` |
| Largest stage delay on the critical path | `0.31 ns` |
| Leftover overflow at the end of global routing | `0` |
| Leakage component of the power | `0.000586 uW` |
| Antenna diode count | `0` |
| Hold-fix buffers, CTS | `0` |
| Largest net degree at the start of global routing | `12` |
| Total tool warning count | `59` |
| Routed metal-1 wirelength | `746 um` |
| Top cell type by total area after synthesis | `sky130_fd_sc_hd__dfxtp_1` |
| Worst setup path class | `reg -> out` |
| Antenna violations before repair | `0` |
| Most numerous cell in the Yosys netlist | `sky130_fd_sc_hd__dfxtp_1` |
| Worst min-delay path class | `in -> reg` |
| Final wirelength | `2.25 mm` |
| Worst slack at placement | `0.00207 ns` |
| Number of distinct library cells after synthesis | `1` |
| Outcome | `complete, no violations` |
| Multi-input gate count | `0` |
| WL/cell | `12.5 um` |
| Hold-critical path depth | `1` |
| Maximum level of the CTS H-tree | `2` |
| Buffer count from post-CTS setup fixing | `0` |
| Startpoint of the most critical hold path | `address[24]` |
| DP Area | `0.00138 mm2` |
| Die width | `101 um` |
| CTS root buffer | `sky130_fd_sc_hd__clkbuf_8` |
| Hold-critical path endpoint | `outputPC[24]` |
| Share of cells above drive strength 1 | `36.5%` |
| Arrival time worst endpoint | `0.72 ns` |
[worst max-delay path by stage]
stage                start            to  slack [ns]  depth (start not counted)
CTS           outputPC[23]  outputPC[23]       0.002                          1
global route  outputPC[29]  outputPC[29]      0.0008                          1
finish        outputPC[10]  outputPC[10]        0.08                          1
[repair_timing]
action	CTS	global route
endpoints found under the setup margin	32	18
gates resized	72	26
pin swaps	0	0
[metal layers]
metal	up-vias	GRT usage, %
met1	207	4.28
met4	0	0.750
met5	-	0
met3	6	3.74
li1	237	-
met2	36	6.68
[power by group]
| part | internal (uW) | total [uW] | switching [uW] |
|---|---|---|---|
| sequential | 1350 | 1360 | 14.4 |
| clock | 732 | 1050 | 320 |
| combinational | 162 | 189 | 27.3 |
[cell families after synthesis]
logic type | Yosys count | share of synthesized area [%]
flops | 32 | 100
[placed cells by master, fill, tap and decap left out]
cell / netlist / layout
sky130_fd_sc_hd__buf_2: 0 / 5
sky130_fd_sc_hd__clkdlybuf4s15_1: 0 / 12
sky130_fd_sc_hd__clkbuf_8: 0 / 5
sky130_fd_sc_hd__clkdlybuf4s50_1: 0 / 32
sky130_fd_sc_hd__clkinvlp_4: 0 / 1
sky130_fd_sc_hd__dfxtp_1: 32 / 22
sky130_fd_sc_hd__dfxtp_2: 0 / 10
sky130_fd_sc_hd__clkbuf_2: 0 / 15
sky130_fd_sc_hd__clkinv_2: 0 / 1
sky130_fd_sc_hd__bufinv_16: 0 / 1
[metrics by stage]
step	std cells	total power, uW
final	181	2600
after global routing	181	2930
after CTS	181	2860
after detailed placement	173	1630
after global placement	173	1630
after floorplan	32	1370
[layout make-up]
cell class / count / area share (%)
repair buffers: 64 / 38.6
clock buffers: 5 / 4.91
clock inverters: 3 / 3.04
flip-flops and latches: 32 / 46.6
well taps: 77 / 6.88
Power figures rest on the tool's default switching activity, not on a simulated workload.
